==> flow/design.v <==
module receiver_SIPO (
    input logic clk, nrst,
    input logic shift_en, data_i,
    output logic [7:0] sipo_o
);
    logic [7:0] nextSipo_o;
    always_ff @(posedge clk, negedge nrst) begin
        if (~nrst) begin
            sipo_o <= '0;
        end else begin
            sipo_o <= nextSipo_o;
        end
    end
    always_comb begin
        if (shift_en == 1) begin
            nextSipo_o = {data_i, sipo_o[7:1]};
        end else begin
            nextSipo_o = sipo_o;
        end
    end
endmodule
==> flow/run.sh <==
#!/bin/bash
# OpenROAD 26Q1-2900-gdf79404cd8, Yosys 0.63+post, stock flow scripts
make -C /OpenROAD-flow-scripts/flow DESIGN_CONFIG=/design/flow/config.mk WORK_HOME=/design/flow/orfs finish
==> flow/config.mk <==
export PLATFORM = sky130hd
export DESIGN_NAME = receiver_SIPO
export DESIGN_NICKNAME = receiver_SIPO
export VERILOG_FILES = /design/flow/design.v
export SDC_FILE = /design/flow/constraint.sdc
export NUM_CORES = 4
export LEC_CHECK = 1
export CORE_AREA = 10 10 70 70
export DIE_AREA = 0 0 80 80
==> flow/constraint.sdc <==
current_design receiver_SIPO

set clk_period 1.5
set clk_io_pct 0.2

create_clock -name clk0 -period $clk_period [get_ports {clk}]

set non_clock_inputs [all_inputs -no_clocks]
set_input_delay [expr $clk_period * $clk_io_pct] -clock clk0 $non_clock_inputs
set_output_delay [expr $clk_period * $clk_io_pct] -clock clk0 [all_outputs]
==> ci_impl_report.md <==
### Flow metrics

| Metric | Value |
|---|---|
| Register-to-register setup slack | `720 ps` |
| Critical path's slowest cell | `clkdlybuf4s50_1` |
| Avg Inst Size Synth | `19.50 um^2` |
| Top reg by flops | `sipo_o` |
| XOR Share, Synth | `0` |
| CTS buffer count | `3` |
| Worst vdd ir | `0.3241 mV` |
| CTS tree | `yes` |
| Fraction of layout cells with a size suffix above 1 | `0.3871` |
| DR iter-0 viols | `8` |
| Synth Instances | `17` |
| Startpoint types | `flop` |
| Reg-to-Reg Start | `sipo_o[1]` |
| Cell family with most CP delay | `buffers and inverters` |
| Number of placed I/O pins | `12` |
| Die H | `80 um` |
| YS warnings | `1` |
| TNS Setup | `0 ps` |
| Vias in the first global route | `210` |
| Simple share | `0` |
| Setup Fix Bufs, Post-CTS | `0` |
| Total GRT Usage | `0.02236` |
| CTS Sinks | `8` |
| Max-slew violations | `0` |
| Maximum number of pins on one net before global-route repair | `9` |
| Max-cap violations | `0` |
| Layout area overhead | `60.00%` |
| Storage cell area | `200.2 um^2` |
| Netlist Area Pre-Place | `331.6 um^2` |
| CP arrival | `1110 ps` |
| Worst EP required | `1200 ps` |
| Compound Share, Synth | `0` |
| CTS clk-pin slew, worst paths | `50 ps` |
| Yosys stat cell total | `17` |
| Pwr Density | `1305 mW/mm^2` |
| Final min period | `1414 ps` |
| CP Max Fanout | `3` |
| Crit end category | `primary output` |
| Core area | `0.003416 mm^2` |
| Gate Area | `120.1 um^2` |
| Final Setup Violations | `0` |
| Worst reg-to-reg path cell count | `1` |
| Root Driver | `clkbuf_4` |
| Max Clock Freq | `707.3 MHz` |
| Die extent in x | `80 um` |
| R2r endpoint | `sipo_o[1]` |
| Buffers added on ports | `11` |
| Clk latency late pin | `250 ps` |
| Critical path class | `flop to primary output` |
| First-pass GRT wire length | `1.076 mm` |
| Fa+ha+maj area frac | `0` |
| # fillers | `397` |
| Die Area | `0.006400 mm^2` |
| Init Core Util | `0.09707` |
| Synth top area share | `0.6038` |
| Hold WC Path Type | `input pin to asynchronous set/reset pin` |
| Hold Vio Cnt, Final | `0` |
| Mux frac, synth | `0.3623` |
| DR vias/cell | `2.364` |
| Buf+Inv Stages, Crit Path | `1` |
| Antenna violations before repair | `0` |
| Post-synth top area cell | `dfrtp_1` |
| Unrepaired setup endpoints after global routing | `false` |
| Post-synthesis sequential area ratio | `0.6038` |
| Grt ovf | `0` |
| Via count | `182` |
| Min Hold Slack | `327.6 ps` |
| Num rows | `21` |
| Commonest Layout Cell | `clkdlybuf4s50_1` |
| Yosys chip area | `331.6 um^2` |
| Worst-Margin Slew | `357.5 ps` |
| WL per Instance | `8.519 um` |
| Flops after synth | `8` |
| GP Congestion | `0.7095` |
| DR pass1 iterations | `2` |
| Cycle use final | `0.9426` |
| Remaining DRCs | `0` |
| Critical path cell sequence | `clkdlybuf4s50_1` |
| Unique masters post-synth | `3` |
| H-tree depth | `1` |
| Synth area leaders | `dfrtp_1 60%, mux2_4 36%, buf_6 3.4%` |
| Max clock buf depth | `2` |
| Hold Buf Count CTS | `0` |
| Routed Antenna Nets | `0` |
| Worst Skew | `1.562 ps` |
| Biggest regs | `sipo_o x8` |
| Top cells excl fill/tap | `11 x clkdlybuf4s50_1, 8 x mux2_4, 8 x dfrtp_1, 3 x clkbuf_4, 1 x buf_12` |
| LEAKAGE | `0.0002262 uW` |
| Drt total wl | `656 um` |
| Comb area leader | `multiplexers` |
| CP peak stage delay | `490 ps` |
| Rel. slew slack | `0.7610` |
| Tool warnings | `25` |
| Status | `finished clean` |
| Post_cts resized | `0` |
| ANT cells | `0` |
| Max reg flops | `8` |
[logic make-up (layout without fill, tap and decap cells)]
kind of cell,count (synthesis),in the layout
multiplexers,8,8
buffers and inverters,1,15
flip-flops,8,8
[synthesized netlist by cell type]
library cell / number
dfrtp_1: 8
buf_6: 1
mux2_4: 8
[per-layer routing]
| metal | track usage | part of all wire | vias to the layer above |
|---|---|---|---|
| met4 | 0.005282 | 0.0076 | 0 |
| met1 | 0.02568 | 0.46 | 79 |
| li1 | - | - | 88 |
| met5 | 0 | 0 | - |
| met2 | 0.02167 | 0.26 | 13 |
| met3 | 0.03182 | 0.27 | 2 |
[how the worst max path moves through the flow]
stage / start / cells past startpoint / slack [ps] / end
after CTS: sipo_o[4] / 1 / 60 / sipo_o[4]
after global routing: sipo_o[5] / 1 / 4 / sipo_o[5]
final: sipo_o[5] / 1 / 90 / sipo_o[5]
[final cells by class]
class,count,area share
flip-flops and latches,8,0.3774
repair buffers,12,0.2453
multi-input cells,8,0.2264
well taps,46,0.1085
clock buffers,3,0.04245
[report_power, final]
group | leakage (uW) | switching, uW | internal (uW) | total (uW)
logic | 0.000118 | 32.4 | 181 | 213
clock network | 0.0000138 | 66.1 | 91.1 | 157
registers | 0.0000945 | 47.3 | 275 | 322
total | 0.000226 | 146 | 547 | 692
[per-stage QoR]
step | std cells | power (uW) | worst slack (ps) | instance area [um^2] | utilization
floorplan | 17 | 391.3 | 657.9 | 331.6 | -
global placement | 74 | 544.2 | 128.3 | 508.0 | 0.1487
detailed placement | 74 | 544.6 | 120.2 | 508.0 | 0.1487
CTS | 77 | 709.4 | 56.37 | 530.5 | 0.1553
global route | 77 | 746.6 | 3.692 | 530.5 | 0.1553
finish | 77 | 692.4 | 86.12 | 530.5 | 0.1553
Power figures rest on the tool's default switching activity, not on a simulated workload.
